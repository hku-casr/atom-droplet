### /design/flow/config.mk
export PLATFORM = sky130hd
export DESIGN_NAME = pre_filter1
export DESIGN_NICKNAME = pre_filter1
export VERILOG_FILES = /design/flow/design.v
export SDC_FILE = /design/flow/constraint.sdc
export NUM_CORES = 4
export LEC_CHECK = 1
export CORE_UTILIZATION = 30
### /design/flow/constraint.sdc
current_design pre_filter1

set clk_period 3.1
set clk_io_pct 0.2

create_clock -name clk0 -period $clk_period [get_ports {clk}]

set non_clock_inputs [all_inputs -no_clocks]
set_input_delay [expr $clk_period * $clk_io_pct] -clock clk0 $non_clock_inputs
set_output_delay [expr $clk_period * $clk_io_pct] -clock clk0 [all_outputs]
### /design/flow/design.v
module pre_filter1
(input clk,
input ce,  
input reset,
input [12:0] packer_len,
input enable,
input blk_rdy,
output reg fifo_wr1 ,
output reg fifo_wr2 ,
output reg fifo_wr3 ,
output reg fifo_wr4 
);
localparam STATE_IDLE = 3'd0;
localparam STATE_WR1 = 3'd1;
localparam STATE_WR2 = 3'd2;
localparam STATE_WR3 = 3'd3;
localparam STATE_WR4 = 3'd4;
reg [2:0] state = 3'd0;
reg[12:0] cnt= 13'd0;
reg [12:0] temp_len =13'b0;
initial begin
fifo_wr1<= 1'b0;
fifo_wr2<= 1'b0;
fifo_wr3<= 1'b0;
fifo_wr4<= 1'b0;
end
always @(posedge clk) begin
if (reset == 1'b1) begin
	fifo_wr1<= 1'b0;
	fifo_wr2<= 1'b0;
	fifo_wr3<= 1'b0;
	fifo_wr4<= 1'b0;
	cnt <= 0;
	state <= STATE_IDLE;
end else begin
   fifo_wr1<= 1'b0;
	fifo_wr2<= 1'b0;
	fifo_wr3<= 1'b0;
	fifo_wr4<= 1'b0;
	case(state)
	STATE_IDLE: begin
		cnt <= 0;
		if (enable == 1'b1) begin  
			temp_len <= packer_len - 1;    
			state <= STATE_WR1;
		end else begin
			state <= STATE_IDLE;
		end
	end
	STATE_WR1: begin
        if (blk_rdy == 1'b1) begin
            fifo_wr1<= 1'b1;
            fifo_wr2<= 1'b1;        
        end else begin
            fifo_wr1<= 1'b0;
            fifo_wr2<= 1'b0;
        end
		fifo_wr3<= 1'b0;
		fifo_wr4<= 1'b0;
		if (enable == 1'b0) begin
			state <= STATE_IDLE;
		end else if (blk_rdy == 1'b1) begin
            if( cnt < temp_len) begin           
                state <= STATE_WR1; 			
                cnt <= cnt + 1;
            end else begin
                state <= STATE_WR2;
                cnt<= 0;
            end
        end
	end 
	STATE_WR2: begin
		fifo_wr1<= 1'b0;
		fifo_wr2<= 1'b0;
        if (blk_rdy == 1'b1) begin
            fifo_wr3<= 1'b1;
            fifo_wr4<= 1'b1;        
        end else begin
            fifo_wr3<= 1'b0;
            fifo_wr4<= 1'b0;
        end
		if (enable == 1'b0) begin
			state <= STATE_IDLE;
		end  else if (blk_rdy == 1'b1) begin
            if( cnt < temp_len) begin           
                state <= STATE_WR2; 			
                cnt <= cnt + 1;
            end else begin
                state <= STATE_WR1;
                cnt<= 0;
            end
        end
	end 
	default: begin
        fifo_wr1<= 1'b0;
        fifo_wr2<= 1'b0;
        fifo_wr3<= 1'b0;
        fifo_wr4<= 1'b0;
        state <= STATE_IDLE;
        cnt<= 0;
	end
  endcase
end
end
endmodule
### /design/flow/run.sh
#!/bin/bash
# OpenROAD 26Q1-2900-gdf79404cd8, Yosys 0.63+post, stock flow scripts
make -C /OpenROAD-flow-scripts/flow DESIGN_CONFIG=/design/flow/config.mk WORK_HOME=/design/flow/orfs finish
==> flow_summary_export.csv <==
group,metric,value,unit
run_status,outcome,"finished, final reports clean",
detailed_routing,antenna_left,0,
global_route,overflow,0,
sta,period_used_share,66.8,%
clock_network,clk_pin_slew_worst_paths,0.06,ns
floorplan,dieArea,6310,sq um
finish,stdcell_count,287,
yosys,synth.avg_cell_area,9.52,sq um
floorplan,io_pins,22,
finish,fill_cells,562,
global_route,grt_antenna_before_repair,0,
job,tool_warnings,29,
critical_path,slowest_delay,0.45,ns
global_route,grt_max_degree,14,
clock_network,cts_buffers,5,
critical_path,path_cells,"clkdlybuf4s50_1, nor4_1, nand2_1, nor4_1, xor2_1",
sta,setup_viol_count_final,0,
yosys,ff_type,"dfxtp_1",
power,p_total,0.794,mW
yosys,postSynth.asyncResetShare,0,%
sta,whs,0.520,ns
detailed_routing,dr.pass1.iters,4,
floorplan,fp.dieH,79.4,um
floorplan,core,5640,sq um
critical_path,worstSetupEndpointType,"flip-flop",
finish,flop_area,731,sq um
global_route,grt_pass1_vias,1242,
detailed_routing,drc_errors,0,
detailed_routing,antenna_cells,0,
yosys,synth_cells,189,
finish,post-route-util,38.3,%
detailed_routing,vias_per_cell,4.69,
clock_network,clk_latency,0.28,ns
place,dpl.cell_count,279,
yosys,yosysCellCount,189,
sta,rsz0062_at_grt,"no",
place,place_area,2080,sq um
sta,finalSetupTns,0,ns
critical_path,path_buffers,1,
sta,slew_viol_final,0,
clock_network,clock_path_buffers,2,
sta,finalHoldViolCount,0,
power,p_per_area,368,nW/um^2
min_path,hold_class,"reg2reg",
power,peakVddDrop,0.000170,V
power,p_comb_share,9.1,%
finish,stdcell_area,2160,sq um
critical_path,critPathTopFamily,"simple AND/OR/NAND/NOR gates",
clock_network,htreeDepth,2,
job,cap_viol_max_count,0,
place,hpwl,2.24,mm
yosys,synth-edff-count,13,
yosys,synth.distinct_cells,38,
detailed_routing,finalWirelength,2.91,mm
floorplan,rows,27,
sta,finalCriticalPeriod,2.07,ns
critical_path,crit_arrival,2.08,ns
sta,clock_skew,0.00629,ns
power,p_seq_share,53.8,%
yosys,seq_area_frac_synth,40.6,%
power,p_leak,0.863,nW
power,p_int,0.620,mW
detailed_routing,drt-initial-drc-count,50,
clock_network,holdBufCountCts,0,
clock_network,cts_setup_buffers,0,
clock_network,cts_resized,0,
critical_path,required,3.11,ns
sta,layout_setup_ws,1.03,ns
finish,layout_top_cells,"inv_1, clkdlybuf4s50_1, ha_1",
detailed_routing,vias,1346,
sta,slew_headroom,66.8,%
yosys,ys_area,1800,sq um
clock_network,cts_tree,"built",
critical_path,crit_type,"in2reg",
finish,drive_gt1_share,5.12,%
yosys,syn_area,1800,sq um
clock_network,cts.sinks,30,
floorplan,die_x,79.4,um
sta,fmax,483,MHz
power,power_switching,0.174,mW
finish,comb_area,975,sq um
sta,worst_pin_slew,0.498,ns
critical_path,startpoint_type,"primary input",
power,clkPwrFrac,37.1,%
global_route,grt_first_pass_wirelength,5.39,mm
finish,syn_to_final_growth,20.0,%
place,place_congestion,0.850,
clock_network,ctsRootBufferMaster,"clkbuf_8",
place,port-buffer-count,20,
place,pre_cts_ws,0.722,ns
yosys,numSynthFlops,30,
critical_path,slowest_stage,"clkdlybuf4s50_1",
yosys,yosysWarnings,1,
detailed_routing,post_drt_wl_per_cell,10.1,um
critical_path,cpMostUsedCell,"nor4_1",
global_route,grt_usage,10.8,%
floorplan,fp_util,31.9,%
critical_path,path_max_fanout,3,
power,p_sw_share,21.9,%
## synth_stat cells, types with 2 or more instances
| cell type | instances | area, sq um |
|---|---|---|
| inv_1 | 20 | 75.1 |
| ha_1 | 18 | 225 |
| dfxtp_1 | 17 | 340 |
| nand2_1 | 16 | 60.1 |
| nor3_1 | 16 | 80.1 |
| edfxtp_1 | 13 | 390 |
| xor2_1 | 11 | 96.3 |
| nand3_1 | 9 | 45.0 |
| nor2_1 | 9 | 33.8 |
| xnor2_1 | 9 | 78.8 |
| a21oi_1 | 5 | 25.0 |
| nor4_1 | 4 | 25.0 |
| o21ai_0 | 4 | 20.0 |
| nand2b_1 | 3 | 18.8 |
| nand4_1 | 3 | 18.8 |
| nor3b_1 | 3 | 22.5 |
| and3_1 | 2 | 12.5 |
| and3b_1 | 2 | 17.5 |
| and4_1 | 2 | 17.5 |
| buf_4 | 2 | 15.0 |
| nand3b_1 | 2 | 15.0 |
| nor2b_1 | 2 | 12.5 |
| o211ai_1 | 2 | 15.0 |
## final cells by class
class                   instances  area share [%]
clock buffers                   8            3.71
flip-flops and latches         30            33.9
repair buffers                 21            9.62
inverters                      20            3.48
multi-input cells             136            45.2
well taps                      72            4.17
## worst register-to-register path: stages, from the launching register on
cell      delay [ns]
dfxtp_1         0.43
ha_1            0.28
a21oi_1         0.17
o21ai_1         0.13
a221oi_4        0.50
a21oi_2         0.23
nor3_1          0.24
## state kept, by name (all words and copies together) (netlist names)
register / count
cnt: 13
state: 2
temp_len: 13
fifo_wr2: 1
fifo_wr3: 1
## power by group through the flow
stage | Clock (mW) | Combinational, mW | Sequential, mW
4_1_cts | 0.309 | 0.0730 | 0.427
5_1_grt | 0.325 | 0.0816 | 0.428
6_report | 0.295 | 0.0722 | 0.427
## kinds of logic after synthesis
family / after synthesis / share of synthesized area (%)
and+or+nand+nor: 77 / 23.3
DFF: 30 / 40.6
buffers and inverters: 23 / 5.22
AOI/OAI and AO/OA: 21 / 8.62
xor gates and xnor gates: 20 / 9.74
adders and majority gates: 18 / 12.5
## worst paths after layout
check / from / end / slack (ns) / cells after the start
max: packer_len[4] / temp_len[9]$_DFFE_PP_ / 1.03 / 5
min: cnt[2]$_SDFFE_PP0P_ / cnt[2]$_SDFFE_PP0P_ / 0.52 / 2
max reg2reg: cnt[8]$_SDFFE_PP0P_ / cnt[6]$_SDFFE_PP0P_ / 1.03 / 6
min reg2reg: cnt[2]$_SDFFE_PP0P_ / cnt[2]$_SDFFE_PP0P_ / 0.52 / 2
## routing by layer
| layer | global-route usage (%) | share of wire [%] |
|---|---|---|
| met1 | 15.6 | 49 |
| met2 | 17.6 | 45 |
| met3 | 1.97 | 3.2 |
| met4 | 1.82 | 2.2 |
| met5 | 0 | 0 |
No activity file was given, so power comes from the tool's default toggle rates.
