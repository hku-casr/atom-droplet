## design/flow/run.sh

```bash
#!/bin/bash
# OpenROAD 26Q1-2900-gdf79404cd8, Yosys 0.63+post, stock flow scripts
make -C /OpenROAD-flow-scripts/flow DESIGN_CONFIG=/design/flow/config.mk WORK_HOME=/design/flow/orfs finish
```

## design/flow/config.mk

```make
export PLATFORM = sky130hd
export DESIGN_NAME = packet_filter
export DESIGN_NICKNAME = packet_filter
export VERILOG_FILES = /design/flow/design.v
export SDC_FILE = /design/flow/constraint.sdc
export NUM_CORES = 4
export LEC_CHECK = 1
export CORE_UTILIZATION = 30
```

## design/flow/constraint.sdc

```tcl
current_design packet_filter

set clk_period 4.5
set clk_io_pct 0.2

create_clock -name clk0 -period $clk_period [get_ports {clk}]

set non_clock_inputs [all_inputs -no_clocks]
set_input_delay [expr $clk_period * $clk_io_pct] -clock clk0 $non_clock_inputs
set_output_delay [expr $clk_period * $clk_io_pct] -clock clk0 [all_outputs]
```

## design/flow/design.v

```verilog
module packet_filter
#(parameter AMBER_TIME = 32'd10)
(input clk,
input ce,
input reset,
input fifo_empty,
input [63:0] data_in,
input [13:0] payload_len,
input [13:0] period, 
input ready,
output reg fifo_rd ,
output reg [63:0] dout,
output reg valid,
output reg eof
);
localparam STATE_IDLE = 2'd0;
localparam STATE_PACK = 2'd1;
localparam STATE_PACKDELAY = 2'd2;
reg [1:0] state = 2'b0;
reg [13:0] packer_delay = 16'b0;
reg [13:0] packer_cnt = 16'b0;
reg [13:0] temp_pl;
reg [13:0] temp_prd_minus1;
initial begin
fifo_rd<= 1'b0;
eof <= 1'b0;
valid <= 1'b0;
dout <= 0;
end
always @(posedge clk) begin
if (reset == 1'b1) begin
  state <= STATE_IDLE;
  fifo_rd <= 1'b0;
  dout <= 0;
  valid <= 1'b0;
  eof <= 1'b0;
  packer_delay <=0;
  packer_cnt <= 0;
end else begin
  fifo_rd <= 1'b0;
  dout <= 0;
  valid <= 1'b0;
  eof <= 1'b0;
  case(state)
	STATE_IDLE: begin
		fifo_rd <= 1'b0;
		dout <= 0;
		valid <= 1'b0;
		eof <= 1'b0;
		temp_pl <= payload_len - 2 ;  
		temp_prd_minus1  <= period -1; 
		if (ready == 1'b1) begin  
			state <= STATE_PACK;
		end else begin
			state <= STATE_IDLE;
		end
	end
	STATE_PACK: begin
		if(fifo_empty ==1'b0) begin
			fifo_rd <= 1'b1;
			dout <= data_in;
			valid <= 1'b1;
			packer_delay <= 0;   
			if( packer_cnt < temp_prd_minus1) begin            
				packer_cnt <= packer_cnt + 1;
				eof <= 1'b0;		 
				state <= STATE_PACK;  
			end else begin
				packer_cnt <= 0;
				state <= STATE_PACKDELAY;
				eof <=1'b1; 	 
			end
		end else begin
			fifo_rd <= 1'b0;
			dout <= data_in;
			valid <= 1'b0;
			packer_delay <= 0;   
		end
	end 
	STATE_PACKDELAY: begin          
		fifo_rd <= 1'b0;
		dout <= data_in;
		valid <= 1'b0;
		eof <=1'b0;
		packer_cnt <= 0;       
		if( packer_delay < temp_pl) begin
			packer_delay <= packer_delay +1;
			state <= STATE_PACKDELAY;
		end else begin
			packer_delay <= 0;       
			state <= STATE_IDLE;  
		end	
	end 			  
	default: begin
	    fifo_rd <= 1'b0;
		dout <= 0;
		valid <= 1'b0;
		eof <= 1'b0;
		state <= STATE_IDLE;
	end
  endcase
end
end
endmodule
```

==> impl_metrics.json <==
{
  "port_buffers": 162,
  "clk_pin_slew_ps": 50,
  "criticalPathCategory": "reg -> reg",
  "max_stage_delay_ps": 710,
  "overflow": 0,
  "top_area_cell": "dfxtp_1",
  "avgRoutedWirePerCell_um": 12.22,
  "fillers": 1512,
  "avgSynthCellArea_um2": 10.44,
  "max_slew_margin": 0.4082,
  "antenna_found_initial": 0,
  "grt_pass1_wl_mm": 17.68,
  "rsz0062_at_grt": "no",
  "path_cells": "inv_1 -> ha_2 -> buf_4 -> inv_1 -> o21ai_1 -> nor2_1",
  "cts_buffers": 17,
  "synth_top_area_share": 0.3726,
  "critPathMaxFanout": 37,
  "min_period_ps": 2566,
  "track_usage": 0.1256,
  "worst-path-buf-inv": 3,
  "viasPerCell": 4.393,
  "vias": 3923,
  "leakagePower_nw": 3.221,
  "synth.distinct_cells": 43,
  "clockBufferDepth": 2,
  "hold_viol": 0,
  "drtAntennaViolNets": 0,
  "initial_utilization": 0.3088,
  "dp_hpwl_mm": 7.933,
  "ys_top_cells_by_area": "dfxtp_1 37%, edfxtp_1 16%, and3_1 8.4%",
  "grt_pass1_vias": 3679,
  "areaGrowthSynthToFinish_pct": 46.58,
  "fmax_mhz": 389.7,
  "vdd_drop_max_uv": 250.0,
  "dr.pass1.iters": 4,
  "worst_slew_pin_slew_ps": 881.8,
  "post_cts_buffers": 0,
  "synth.cell_area_mm2": 0.005157,
  "clock_sinks": 124,
  "cts_hold_buf": 0,
  "maxCapViolCount": 0,
  "warning_count": 29,
  "dp.cells": 862,
  "grt_max_degree": 51,
  "crit_required_ps": 4750,
  "power.density_mw_per_mm2": 376.3,
  "coreArea_mm2": 0.01670,
  "ys_cells": 494,
  "stdcell_count": 893,
  "die_x_um": 133.1,
  "routed_wl_mm": 10.91,
  "diodes": 0,
  "gp_congestion": 0.8145,
  "ys_seq_frac": 0.5357,
  "postCtsResizedCells": 0,
  "crit_path_frequent_cell": "inv_1",
  "dieHeight_um": 133.1,
  "outcome": "finished clean",
  "fin_crit_sh": 0.5703,
  "worst_clock_skew_ps": 7.104,
  "ios": 164,
  "rows": 47,
  "clkLatencyLatePin_ps": 410,
  "slew_viol_final": 0,
  "ys_ff": 124,
  "setup-tns-final_ps": 0,
  "crit_arrival_ps": 2820,
  "ys_warn_count": 1,
  "end_kind": "flop",
  "drtIter0Drc": 133,
  "cts_root_buf": "clkbuf_16",
  "start_kind": "flop",
  "drcViolationCount": 0,
  "slowest_stage": "o21ai_1",
  "hold_class": "reg -> reg",
  "setup_viol": 0,
  "crit_family": "AND-OR/OR-AND gates",
  "cts_max_level": 4,
  "chip_area_mm2": 0.01772,
  "cts_tree": "built",
  "syn_inst": 494,
  "drive_above_1_share": 0.07281,
  "ys_chip_area_mm2": 0.005157
}
power breakdown:
part	leakage, nW	internal, mW	switching (mW)
Clock	0.268	0.781	0.472
Combinational	1.90	0.205	0.144
Sequential	1.05	1.22	0.0254
Total	3.22	2.20	0.642
synthesized netlist by cell type, drive strengths merged:
library cell,number
nor4,5
a21boi,1
and3,70
or4,2
a21oi,22
o21ai,5
nand2,27
nor2,41
nand4,12
clkbuf,14
a31oi,1
xor2,31
ha,34
inv,44
nand2b,7
nor3,10
and4,1
o221ai,4
o221a,1
a22oi,1
buf,3
nand3,6
o21a,2
a21o,1
edfxtp,28
nor2b,3
a211oi,2
nor4b,1
xnor2,15
or3b,1
nand3b,2
dfxtp,96
or3,1
flip-flops by register name, indices dropped and copies added, names as in the netlist:
signal,count
state,2
temp_pl,14
dout,64
temp_prd_minus1,14
packer_delay,14
packer_cnt,14
eof,1
valid,1
path summary, 6_finish.rpt:
| path | startpoint | endpoint | slack [ps] | cells after the start |
|---|---|---|---|---|
| setup / recovery | state[0]$_SDFFE_PP0P_ | packer_delay[7]$_SDFFE_PP0N_ | 1930 | 6 |
| hold / removal | packer_cnt[12]$_SDFFE_PP0P_ | packer_cnt[12]$_SDFFE_PP0P_ | 520 | 2 |
| setup reg to reg | state[0]$_SDFFE_PP0P_ | packer_delay[7]$_SDFFE_PP0N_ | 1930 | 6 |
| hold reg to reg | packer_cnt[12]$_SDFFE_PP0P_ | packer_cnt[12]$_SDFFE_PP0P_ | 520 | 2 |
metrics by stage:
| stage | worst slack (ps) | hold WS, ps | power (mW) | cell area, µm² | utilization |
|---|---|---|---|---|---|
| 2_1_floorplan | 1907 | 466.7 | 1.410 | 5157 | - |
| 3_3_place_gp | 1546 | 505.9 | 1.614 | 7009 | 0.4197 |
| 3_5_place_dp | 1487 | 514.6 | 1.619 | 7009 | 0.4197 |
| 4_1_cts | 1860 | 523.1 | 2.887 | 7560 | 0.4527 |
| 5_1_grt | 1593 | 555.3 | 2.970 | 7560 | 0.4527 |
| 6_report | 1934 | 521.4 | 2.845 | 7560 | 0.4527 |
cell usage in the layout, fill, tap and decap left out, drive strengths merged, types with 2 or more instances in the layout:
cell,synthesis,final
o21ai,5,5
nand4,12,12
ha,34,34
xnor2,15,15
and3,70,70
edfxtp,28,28
nand2b,7,7
o221ai,4,4
nand3b,2,2
nor4,5,5
clkinvlp,0,3
or4,2,2
nor2b,3,3
clkbuf,14,20
dfxtp,96,96
nor2,41,41
inv,44,45
a211oi,2,2
clkinv,0,6
o21a,2,2
a21oi,22,22
nand2,27,27
nand3,6,6
buf,3,3
xor2,31,31
nor3,10,10
clkdlybuf4s50,0,162
worst register-to-register path, stage by stage, from the launching register on:
cell and delay [ps]:
dfxtp_1 380, inv_1 90, ha_2 630, buf_4 390, inv_1 100, o21ai_1 710, nor2_1 120
final cells by class:
type                       instances  area, µm²  share of cell area
sequential                       124       2763              0.3654
multi-input combinational        309       2162              0.2860
timing repair buffer             165       1644              0.2175
clock buffer                      20      456.7             0.06041
tap                              220      275.3             0.03641
inverter                          44      165.2             0.02185
clock inverter                    11      93.84             0.01241
routing by layer:
layer | up-vias | GRT usage | routed length, µm
met2 | 130 | 0.1926 | 4681
met1 | 1757 | 0.1882 | 5337
met4 | 0 | 0.02020 | 165
met3 | 10 | 0.03069 | 727
met5 | - | 0 | 0
li1 | 2026 | - | -
cells by family (layout without fill, tap and decap cells):
logic type | count (synthesis) | in the layout | synth area share
flops | 124 | 124 | 0.5357
fa+ha+maj | 34 | 34 | 0.08248
buf+inv | 61 | 240 | 0.04609
xor+xnor | 46 | 46 | 0.07812
simple gates | 189 | 189 | 0.2004
compound gates | 40 | 40 | 0.05726
Power is estimated from default activity; no workload was simulated.
